$ cat flow/run.sh
#!/bin/bash
# OpenROAD 26Q1-2900-gdf79404cd8, Yosys 0.63+post, stock flow scripts
make -C /OpenROAD-flow-scripts/flow DESIGN_CONFIG=/design/flow/config.mk WORK_HOME=/design/flow/orfs finish
$ cat flow/config.mk
export PLATFORM = sky130hd
export DESIGN_NAME = hazard_unit
export DESIGN_NICKNAME = hazard_unit
export VERILOG_FILES = /design/flow/design.v
export SDC_FILE = /design/flow/constraint.sdc
export NUM_CORES = 4
export LEC_CHECK = 1
export CORE_AREA = 10 10 75 75
export DIE_AREA = 0 0 85 85
$ cat flow/constraint.sdc
current_design hazard_unit

set clk_period 2.1
set clk_io_pct 0.2

create_clock -name clk0 -period $clk_period

set non_clock_inputs [all_inputs -no_clocks]
set_input_delay [expr $clk_period * $clk_io_pct] -clock clk0 $non_clock_inputs
set_output_delay [expr $clk_period * $clk_io_pct] -clock clk0 [all_outputs]
$ cat flow/design.v
`timescale 1ns/1ps
module hazard_unit
(
    input   logic   [4:0]   Rs1D, Rs2D, Rs1E, Rs2E, RdE, RdM, RdW,
    input   logic           ResultSrcEb0, RegWriteM, RegWriteW,
    input   logic   [1:0]   PCSrcE,
    output  logic           StallF, StallD, FlushD, FlushE,
    output  logic   [1:0]   ForwardAE, ForwardBE
);
logic   lwStallD; 
always_comb 
begin 
    ForwardAE = 2'b00; 
    ForwardBE = 2'b00; 
    if (Rs1E != 5'b0) 
        if      ((Rs1E == RdM) & RegWriteM) ForwardAE = 2'b10; 
        else if ((Rs1E == RdW) & RegWriteW) ForwardAE = 2'b01; 
    if (Rs2E != 5'b0) 
        if      ((Rs2E == RdM) & RegWriteM) ForwardBE = 2'b10; 
        else if ((Rs2E == RdW) & RegWriteW) ForwardBE = 2'b01; 
end 
assign lwStallD = ResultSrcEb0 & ((Rs1D == RdE) | (Rs2D == RdE));   
assign StallD   = lwStallD; 
assign StallF   = lwStallD; 
assign FlushD   = (|PCSrcE); 
assign FlushE   = lwStallD | (|PCSrcE); 
endmodule:hazard_unit
==> metrics.log <==
[metrics] run summary
INFO  metric n_sequential_cell = 0
INFO  metric critPathKind = input port to primary output
INFO  metric aggregate_global_routing_overflow = 0
INFO  metric post_synth_instance_area = 434 µm²
INFO  metric min_delay_path_depth = 5
INFO  metric synth-simple-area-share = 36.3%
INFO  metric leakage = 0.478 nW
INFO  metric fin_area = 1030 µm²
INFO  metric die_width = 85 µm
INFO  metric setup_repair_after_global_routing_missed_its_margin = false
INFO  metric min_to = ForwardBE[0]
INFO  metric drt-wirelength-per-cell = 12.2 µm
INFO  metric synth.yosys.num_cells = 54
INFO  metric outcome = completed
INFO  metric fmaxAchievable = 483 MHz
INFO  metric most_frequent_cell_on_the_critical_path = sky130_fd_sc_hd__buf_6
INFO  metric xor_share = 60.5%
INFO  metric timing.critical_path.required = 1680 ps
INFO  metric power_density = 162 nW/µm²
INFO  metric synth.cellmix.adderShare = 0%
INFO  metric dr_vias = 553
INFO  metric grt_pass1_wl = 3170 µm
INFO  metric yosysUniqueCellTypes = 14
INFO  metric critPathSlowestCell = sky130_fd_sc_hd__or4_4
INFO  metric firstDrtPassIters = 4
INFO  metric final_util = 25.5%
INFO  metric critPathLaunchType = input port
INFO  metric slew_violations = 0
INFO  metric worst_path_largest_cell_delay = 520 ps
INFO  metric placedInstanceArea = 1030 µm²
INFO  metric dpl_wire_length = 1850 µm
INFO  metric path_max_fanout = 2
INFO  metric fp_util = 10.7%
INFO  metric synth_chip_area = 434 µm²
INFO  metric aoi_share = 1.44%
INFO  metric post_drt_via_cell_ratio = 3.41
INFO  metric max_slew.worst_pin.slew = 269 ps
INFO  metric flow.area_growth_from_synthesis = 138%
INFO  metric layout.cells.most_common = sky130_fd_sc_hd__dlygate4sd2_1
INFO  metric synth.avg_cell_area = 8.04 µm²
INFO  metric place.gp.congestion = 0.804
INFO  metric coreArea = 4060 µm²
INFO  metric io_pins = 48
INFO  metric instance_count_of_the_mapped_netlist = 54
INFO  metric chipHeight = 85 µm
INFO  metric mostFrequentLayoutCells = 26 x sky130_fd_sc_hd__dlygate4sd2_1, 21 x sky130_fd_sc_hd__xnor2_1, 8 x sky130_fd_sc_hd__xor2_1, 8 x sky130_fd_sc_hd__buf_6
INFO  metric finalClockPeriodUsage = 98.5%
INFO  metric final_layout_clock_buffer_total = 0
INFO  metric synth.logic.top_family = XOR/XNOR gates
INFO  metric grt_start_max_net_pins = 4
INFO  metric first_global_vias = 602
INFO  metric number_of_antenna_violations_at_the_first_check_in_global_routing = 0
INFO  metric chip_area = 7230 µm²
INFO  metric top_area_share = 44.4%
INFO  metric mux_area_share = 0%
INFO  metric layout.area.comb = 462 µm²
INFO  metric finalHoldViolCount = 0
INFO  metric warning_count = 32
INFO  metric timing.final.setup_violations = 0
INFO  metric yosys_warnings = 1
INFO  metric drive_above_1_share = 30.4%
INFO  metric post_synth_main_area_contributors = sky130_fd_sc_hd__xnor2_1 44%, sky130_fd_sc_hd__xor2_1 16%, sky130_fd_sc_hd__nor4b_2 6.9%
INFO  metric detail_route.iter0.violations = 16
INFO  metric yosysTopAreaCell = sky130_fd_sc_hd__xnor2_1
INFO  metric postRouteWirelength = 1980 µm
INFO  metric gr_util_all_layers = 5.14%
INFO  metric critPathCaptureType = primary output
INFO  metric min_period = 2070 ps
INFO  metric worst-endpoint-arrival = 1650 ps
INFO  metric synth-seq-area-share = 0%
INFO  metric worstSetupStartpoint = Rs2E[1]
INFO  metric peakVddDrop = 0.0378 mV
INFO  metric hold_start = RdW[2]
INFO  metric io_buffers = 48
INFO  metric min-delay-path-class = input port to primary output
INFO  metric final-seq-area = 0 µm²
INFO  metric fillers = 438
INFO  metric worst_slew_margin_rel = 81.9%
INFO  metric route.antenna.diode_count = 0
INFO  metric cts_hold_buf = 0
INFO  metric maxCapViolCount = 0
INFO  metric crit_path_cell_trace = buf_6, buf_6, or4_4, nor2_4, buf_6, buf_6, buf_6, nor4b_2, buf_2
INFO  metric drc_errors = 0
INFO  metric drt.antenna.violating_nets = 0
INFO  metric floorplan.rows = 23
-- timing repair --
| item | 4_1_cts | 5_1_grt |
|---|---|---|
| buffers inserted | 3 | 0 |
| resized | 71 | 14 |
| setup endpoints to repair | 7 | 6 |
| pin swaps | 23 | 6 |
-- critical path: cells and delay by family --
family        cells  cell delay [ps]
buf+inv           6              570
simple gates      3              660
-- worst max path at each step --
stage	to	slack, ps	cells after the start
CTS	ForwardAE[0]	8	6
global route	ForwardBE[0]	3	9
finish	ForwardBE[0]	30	9
-- stage by stage --
stage          cells  total power, mW  setup slack (ps)  hold WS (ps)  TNS [ps]
4_1_cts          162            0.170              8.41          1320         0
2_1_floorplan     54           0.0604               593           896         0
3_3_place_gp     159            0.181              -510          1800     -2660
5_1_grt          162            0.184              2.50          1340         0
6_report         162            0.168              31.7          1280         0
3_5_place_dp     159            0.182              -466          1790     -2700
-- power by group --
| part | internal (mW) | total, mW | switching, mW |
|---|---|---|---|
| clock network | 0 | 0 | 0 |
| logic | 0.103 | 0.168 | 0.0648 |
| registers | 0 | 0 | 0 |
-- Yosys cell counts, drive strengths merged --
master  number
xnor2       22
xor2         8
nand2        4
nand4        4
nor2         4
nand3        2
nor4         2
nor4b        2
or2          2
or4          2
buf          1
o22ai        1
-- cell type report --
type / count / share of cell area, %
Multi-Input combinational cell: 53 / 44.6
Tap cell: 50 / 6.05
Timing Repair Buffer: 59 / 49.3
-- kinds of logic (layout without fill, tap and decap cells) --
kind of cell / count (synthesis) / after routing
compound gates: 1 / 1
xor+xnor: 30 / 30
buf+inv: 1 / 59
simple gates: 22 / 22
-- metal layers --
metal  global-route usage [%]  share of wire [%]  wire [µm]  up-vias
met5                        0                  0          0        -
met4                        0                  0          0        0
met3                    0.289                1.7         34        0
met2                     10.4                 61       1200        5
met1                     6.01                 38        745      245
li1                         -                  -          -      303
Power and IR drop assume default switching activity.
